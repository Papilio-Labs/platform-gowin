File: ./design.v
module blinky (
    input wire clk,
    input wire rst_n,
    output reg [5:0] led
);
    reg [25:0] counter;
    reg [5:0] pattern;
    always @(posedge clk or negedge rst_n) begin
        if (!rst_n) begin
            counter <= 26'd0;
            pattern <= 6'b000001;
            led <= 6'b000000;
        end else begin
            counter <= counter + 1'b1;
            if (counter[24:0] == 25'd0) begin
                pattern <= {pattern[4:0], pattern[5]};
                led <= pattern;
            end
        end
    end
endmodule
File: ./run.sh
#!/bin/bash
# OpenROAD 26Q1-2900-gdf79404cd8, Yosys 0.63+post, stock flow scripts
make -C /OpenROAD-flow-scripts/flow DESIGN_CONFIG=/design/flow/config.mk WORK_HOME=/design/flow/orfs finish
File: ./config.mk
export PLATFORM = sky130hd
export DESIGN_NAME = blinky
export DESIGN_NICKNAME = blinky
export VERILOG_FILES = /design/flow/design.v
export SDC_FILE = /design/flow/constraint.sdc
export NUM_CORES = 4
export LEC_CHECK = 1
export CORE_AREA = 10 10 98 98
export DIE_AREA = 0 0 108 108
File: ./constraint.sdc
current_design blinky

set clk_period 5.8
set clk_io_pct 0.2

create_clock -name clk0 -period $clk_period [get_ports {clk}]

set non_clock_inputs [all_inputs -no_clocks]
set_input_delay [expr $clk_period * $clk_io_pct] -clock clk0 $non_clock_inputs
set_output_delay [expr $clk_period * $clk_io_pct] -clock clk0 [all_outputs]
==> impl_metrics.yaml <==
# yosys + openroad results
route:
  drt-pass1-iter-count: 4
  wl_um: 2271
  diodes: 0
  vias_per_cell: 3.728
  drt_iter0_drc: 31
  drc: 0
  avgRoutedWirePerCell_um: 9.664
  postRouteAntennaNets: 0
  vias: 876
global_routing:
  grt_max_degree: 33
  busiest_layer: "met1"
  gr-usage-met2_pct: 5.776
  grt_pass1_wl_um: 4029
  antenna_found_initial: 0
  grt_pass1_vias: 857
  grtUsageMet1_pct: 6.126
  grt_usage_pct: 4.193
  overflow: 0
  grtUsageMet3_pct: 1.807
die:
  die_w_um: 108
  die_y_um: 108
  boundaryPins: 8
  fp_util_pct: 19.14
  core_mm2: 0.007647
  rows: 32
  die_area_mm2: 0.01166
yosys:
  yosys_cells: 122
  ys.flops: 32
  edf_count: 0
  synth_area_per_cell_um2: 12.00
  syn_area_mm2: 0.001464
  postSynthCellCount: 122
  async_flop_share_pct: 100.0
  ff_type: "dfrtp_1"
  postSynthSeqShare_pct: 54.79
  yosys-stat-area_mm2: 0.001464
  synth_warnings: 1
  synth.distinct_cells: 22
clocking:
  cts_made_buffers: 5
  cts_buffer_depth: 2
  post_cts_buffers: 0
  h-tree-depth: 2
  ctsResizeCount: 0
  clkSinkCount: 32
  hold_buffers: 0
  clock.latency.late_pin_ns: 0.28
  cts_tree: "built"
  clk_pin_slew_ns: 0.06
  cts-root-buf: "clkbuf_8"
final_timing:
  worst-slew-pin-transition_ns: 0.4619
  finalCriticalPeriod_ns: 2.297
  drv_slew: 0
  setup-tns-final_ns: 0
  layout_setup_ws_ns: 3.504
  slew_headroom_pct: 68.97
  fin_crit_sh_pct: 39.59
  rsz0062_at_grt: "false"
  finalHoldViolCount: 0
  fmax_mhz: 435.4
  finClkSkew_ns: 0.006066
  finalSetupViolCount: 0
setup_path:
  slowest_delay_ns: 0.48
  crit_chain: "clkdlybuf4s50_1"
  critical_path_class: "reg2out"
  crit_buf_inv: 1
  cp-start-kind: "register"
  crit_family: "buffers and inverters"
  end_kind: "primary output"
  cpMaxStageDelayCell: "clkdlybuf4s50_1"
  cp.required_ns: 4.64
  crit_arrival_ns: 1.14
  crit_fanout: 4
  reg2reg_slack_ns: 4.01
placement:
  dp_slack_ns: 3.791
  placed_area_mm2: 0.001632
  place_hpwl_um: 1618
  dp_cells: 227
  numPortBuffers: 7
  gp_congestion: 0.7572
layout:
  lay_top_cells: "dfrtp_1, xnor2_1, nand3_1"
  stdcell_count: 235
  area_delta_synth_final_pct: 18.29
  fill_cells: 805
  comb_area_um2: 605.6
  layout_top_cell: "dfrtp_1"
  seq_area_um2: 802.0
  layout-drive-gt1-share_pct: 17.29
  fin_util_pct: 22.64
  final_cell_area_mm2: 0.001732
flow_run:
  drv_cap: 0
  warnings: 26
status:
  status: "finished, final reports clean"
power:
  peakVddDrop_mv: 0.07850
  power_density_mw_per_mm2: 236.7
  leakagePower_uw: 0.0007360
hold_path:
  min_path_type: "reg2reg"
## report_power, final
| group | internal, uW | switching (uW) |
|---|---|---|
| sequential | 223 | 0 |
| combinational | 1.03 | 4.12 |
| clock | 108 | 73.4 |
## synth_stat cells, types with 2 or more instances
cell | count | area (um^2)
nand4_1 | 7 | 43.79
nor4_1 | 6 | 37.54
inv_1 | 5 | 18.77
ha_1 | 2 | 25.02
nand3_1 | 10 | 50.05
dfrtp_1 | 31 | 775.7
buf_4 | 5 | 37.54
mux2_2 | 7 | 78.83
and3_1 | 3 | 18.77
nor2_1 | 5 | 18.77
xor2_1 | 5 | 43.79
xnor2_1 | 18 | 157.7
nand2_1 | 8 | 30.03
nor3_2 | 2 | 20.02
## per-stage QoR
stage,hold slack [ns],power (uW)
5_1_grt,0.4948,427.4
3_5_place_dp,0.4660,233.0
2_1_floorplan,0.4419,227.4
6_report,0.4716,409.9
4_1_cts,0.4767,415.7
3_3_place_gp,0.4655,233.0
## worst paths after layout
| kind | from | cells after the start | end |
|---|---|---|---|
| hold / removal | counter[24]$_DFF_PN0_ | 1 | counter[24]$_DFF_PN0_ |
| setup / recovery | led[4]$_DFFE_PN0N_ | 1 | led[4] |
| max in group asynchronous | rst_n | 2 | pattern[0]$_DFFE_PN1N_ |
| setup reg to reg | counter[0]$_DFF_PN0_ | 6 | led[0]$_DFFE_PN0N_ |
| hold reg to reg | counter[24]$_DFF_PN0_ | 1 | counter[24]$_DFF_PN0_ |
| min in group asynchronous | rst_n | 2 | counter[1]$_DFF_PN0_ |
## area by class of cell
type,instances,share of cell area [%]
Timing Repair Buffer,8,4.480
Inverter,5,1.084
Tap cell,102,7.370
Sequential cell,32,46.32
Clock buffer,8,5.780
Multi-Input combinational cell,80,34.97
## routing by layer
metal  vias up  part of all wire [%]
met1       406                    52
met5         -                     0
met4         0                  0.84
li1        447                     -
met3         4                   8.3
met2        19                    39
## kinds of logic (layout without fill, tap and decap cells)
| kind of cell | after synthesis | after routing | share of synthesized area, % |
|---|---|---|---|
| AND/OR/NAND/NOR | 48 | 48 | 20.51 |
| flip-flops | 32 | 32 | 54.79 |
| XOR/XNOR | 23 | 23 | 13.76 |
| buffers and inverters | 10 | 21 | 3.847 |
| multiplexers | 7 | 7 | 5.385 |
| adder cells (fa/ha/maj) | 2 | 2 | 1.709 |
## sequential cells by signal, indices dropped and copies added (netlist names)
register  count
led           6
counter      25
pattern       1
Power figures rest on the tool's default switching activity, not on a simulated workload.
