**design/flow/design.v**
```verilog
module blink_led(
    input  wire clk,           
    input  wire rst_n,         
    output wire led_out        
);
    ws2812b ws2812b_inst (
        .clk(clk),            
        .rst_n(rst_n),        
        .dout(led_out)        
    );
endmodule
module ws2812b(
    input wire clk,            
    input wire rst_n,          
    output reg dout            
);
    parameter T0H = 9;        
    parameter T0L = 22;       
    parameter T1H = 19;       
    parameter T1L = 16;       
    parameter RES = 1350;     
    parameter [23:0] GREEN_COLOR  = 24'h050000;  
    parameter [23:0] PURPLE_COLOR = 24'h000505;  
    reg [1:0] state;
    localparam IDLE  = 2'b00;
    localparam SEND  = 2'b01;
    localparam RESET = 2'b10;
    reg [9:0] bit_counter;     
    reg [9:0] cycle_counter;   
    reg [23:0] led_data;       
    always @(posedge clk or negedge rst_n) begin
        if (!rst_n) begin
            state <= IDLE;
            dout <= 0;
            bit_counter <= 0;
            cycle_counter <= 0;
            led_data <= GREEN_COLOR;
        end else begin
            case (state)
                IDLE: begin
                    dout <= 0;
                    bit_counter <= 23;   
                    cycle_counter <= 0;
                    state <= SEND;
                end
                SEND: begin
                    if (cycle_counter == 0) begin
                        dout <= 1;   
                    end else if (led_data[bit_counter] == 1'b1 && cycle_counter == T1H) begin
                        dout <= 0;   
                    end else if (led_data[bit_counter] == 1'b0 && cycle_counter == T0H) begin
                        dout <= 0;   
                    end
                    if ((led_data[bit_counter] == 1'b1 && cycle_counter == (T1H + T1L - 1)) ||
                        (led_data[bit_counter] == 1'b0 && cycle_counter == (T0H + T0L - 1))) begin
                        cycle_counter <= 0;
                        if (bit_counter == 0) begin
                            state <= RESET;
                        end else begin
                            bit_counter <= bit_counter - 1;
                        end
                    end else begin
                        cycle_counter <= cycle_counter + 1;
                    end
                end
                RESET: begin
                    dout <= 0;
                    if (cycle_counter == RES - 1) begin
                        state <= IDLE;
                        cycle_counter <= 0;
                    end else begin
                        cycle_counter <= cycle_counter + 1;
                    end
                end
                default: state <= IDLE;
            endcase
        end
    end
endmodule
```
**design/flow/config.mk**
```make
export PLATFORM = sky130hd
export DESIGN_NAME = blink_led
export DESIGN_NICKNAME = blink_led
export VERILOG_FILES = /design/flow/design.v
export SDC_FILE = /design/flow/constraint.sdc
export NUM_CORES = 4
export LEC_CHECK = 1
export CORE_AREA = 10 10 95 95
export DIE_AREA = 0 0 105 105
```
**design/flow/run.sh**
```bash
#!/bin/bash
# OpenROAD 26Q1-2900-gdf79404cd8, Yosys 0.63+post, stock flow scripts
make -C /OpenROAD-flow-scripts/flow DESIGN_CONFIG=/design/flow/config.mk WORK_HOME=/design/flow/orfs finish
```
**design/flow/constraint.sdc**
```tcl
current_design blink_led

set clk_period 2.6
set clk_io_pct 0.2

create_clock -name clk0 -period $clk_period [get_ports {clk}]

set non_clock_inputs [all_inputs -no_clocks]
set_input_delay [expr $clk_period * $clk_io_pct] -clock clk0 $non_clock_inputs
set_output_delay [expr $clk_period * $clk_io_pct] -clock clk0 [all_outputs]
```
==> reports/results.ini <==
[setup_path]
crit_family=simple AND/OR/NAND/NOR gates
crit_slowest_cell=or3b_2
worst-path-buf-inv=1
required_ns=2.75
end_kind=flip-flop
path_max_fanout=5
worst_setup_path_start_kind=flip-flop
crit_type=reg -> reg
cpPeakStageDelay_ns=0.46
worst_ep_arrival_time_ns=2.41
crit_chain=inv_1 > ha_1 > or3b_2 > a211oi_1 > nand4_1 > or4_1 > o311ai_0

[placement]
port_buffers=2
dp_hpwl_um=2290
place.gp.congestion=0.832

[route]
drt_iter0_markers=32
dr_total_vias=1243
drc=0
finalWirelength_um=3060
diodes=0
viasPerCell=4.57
drtPass1Iterations=6
wl_per_cell_um=11.2
drtAntennaViolNets=0

[grt]
grt_use_total_pct=5.61
grt_max_degree=19
antenna_found_initial=0
grt_overflow_total=0
grt_pass1_wl_um=5440
grt_pass1_vias=1171

[cts]
cts.clk_slew.worst_paths_ns=0.09
root_buffer=clkbuf_8
insertion_delay_ns=0.27
clock-sinks=24
h-tree-depth=1
hold_buffers=0
cts-resized-gates=0
cts_setup_buffers=0
cts_made_buffers=3
cts_buffer_depth=2
cts_tree=done

[worst_hold_path]
min_path_type=reg -> reg

[yosys]
synth.area.top_cells=dfrtp_1, ha_1, nor2_1
syn_inst=173
yosys_warnings=1
top_area_cell=dfrtp_1
yosysUniqueCellTypes=43
synth_flop_count=24
top_area_share_pct=37.2
yosys-stat-area_um2=1550
synth.avg_cell_area_um2=8.95
yosys-stat-cells=173
syn_area_um2=1550
postSynthSeqShare_pct=38.9

[sta]
final.min_clock_period_ns=2.26
fin_skew_ns=0.00718
finalSetupViolCount=0
rsz0062_at_grt=false
finalHoldViolations=0
slew_headroom_pct=59.0
tightestPinTransition_ns=0.614
max_freq_mhz=443
fin_tns_setup_ns=0
report.final.slew_viol_count=0
finalCritPeriodShare_pct=86.9

[status]
outcome=finished clean

[power_and_ir_drop]
clkPwrFrac_pct=16.9
intPower_uw=814
p_switching_uw=546
p_seq_share_pct=43.7
vdd_drop_max_mv=0.252
leakage_nw=0.686
swShare_pct=40.1
pwr_density_cell_nw_per_um2=786
power_frac_comb_pct=39.4

[final_layout]
layout-drive-gt1-share_pct=8.52
utilization_pct=25.1
area_growth_pct=11.8

[run]
maxCapViolCount=0
tool_warnings=30

[floorplan]
dieWidth_um=105
num_rows=30
io_pins=3
core_area_um2=6910
fp_util_pct=22.4
dieArea_um2=11000
die_h_um=105

==> cells in the mapped netlist, drive strengths merged <==
| library cell | instances |
|---|---|
| buf | 3 |
| a31oi | 1 |
| nand2b | 2 |
| dfrtp | 23 |
| dfstp | 1 |
| mux2i | 2 |
| nor2b | 1 |
| a21o | 4 |
| nand3 | 11 |
| xor2 | 3 |
| nand4 | 2 |
| nor2 | 19 |
| ha | 7 |
| nor3 | 8 |
| inv | 9 |
| nand3b | 3 |
| and3 | 1 |
| o311ai | 4 |
| conb | 1 |
| o41ai | 1 |
| o21ai | 5 |
| nand2 | 16 |
| or4 | 7 |
| nor4b | 1 |
| xnor2 | 5 |
| or3b | 1 |
| nor4 | 3 |
| nand4bb | 1 |
| nor3b | 1 |
| o21bai | 1 |
| clkinv | 1 |
| o211ai | 5 |
| nand4b | 3 |
| a31o | 1 |
| mux2 | 1 |
| clkbuf | 5 |
| a22o | 2 |
| a21oi | 5 |
| and4b | 1 |
| a211oi | 1 |
| o31ai | 1 |
==> sequential cells by signal (all words and copies together), names as in the netlist <==
register and count:
ws2812b_inst.cycle_counter 10, ws2812b_inst.dout 1, ws2812b_inst.bit_counter 10, ws2812b_inst.state 3
==> power groups by stage <==
stage | sequential (mW) | combinational [mW] | clock (mW)
finish | 0.594 | 0.536 | 0.229
global route | 0.619 | 0.619 | 0.252
CTS | 0.593 | 0.540 | 0.237
==> placed cells by master, fill, tap and decap left out, types with 3 or more instances in the layout <==
master    instances
clkbuf_8          3
nor3_1            8
nand3b_1          3
nand2_1          16
nor4_1            3
xor2_1            3
o21ai_0           5
inv_1             9
o211ai_1          5
or4_1             7
nor2_1           19
a21o_1            4
buf_4             5
a21oi_1           5
nand3_1          10
ha_1              7
o311ai_0          4
xnor2_1           5
dfrtp_1          23
nand4b_1          3
==> kinds of logic after synthesis <==
kind of cell	count (synthesis)	share of synthesized area, %
adder cells (fa/ha/maj)	7	5.66
XOR/XNOR	8	4.53
multiplexers	3	2.26
buffers and inverters	18	5.01
AND-OR/OR-AND	31	15.2
flip-flops	24	38.9
other	1	0.242
AND/OR/NAND/NOR	81	28.2
==> cell type report <==
type                    count  area [um^2]
fillers                   757         5180
well taps                  96          120
flip-flops and latches     24          602
clock buffers               4         45.0
repair buffers              7         57.6
multi-input cells         131          868
inverters                  10         37.5
==> path summary, 6_finish.rpt <==
path | slack [ns] | startpoint | endpoint | depth (start not counted)
setup / recovery | 0.34 | ws2812b_inst.cycle_counter[0] | ws2812b_inst.bit_counter[8] | 7
hold / removal | 0.51 | ws2812b_inst.bit_counter[0] | ws2812b_inst.bit_counter[0] | 1
setup reg to reg | 0.34 | ws2812b_inst.cycle_counter[0] | ws2812b_inst.bit_counter[8] | 7
hold reg to reg | 0.51 | ws2812b_inst.bit_counter[0] | ws2812b_inst.bit_counter[0] | 1
max in group asynchronous | 1.38 | rst_n | ws2812b_inst.bit_counter[3] | 2
min in group asynchronous | 0.63 | rst_n | ws2812b_inst.cycle_counter[2] | 1
==> worst reg2reg max path, delay by kind of cell (launching register included) <==
kind / cells / cell delay (ns)
AND/OR/NAND/NOR: 3 / 1.01
flip-flops: 1 / 0.43
AND-OR/OR-AND: 2 / 0.40
adder cells (fa/ha/maj): 1 / 0.17
buffers and inverters: 1 / 0.13
==> per-stage QoR <==
| stage | power [mW] | area, um^2 | hold WS (ns) | cells | setup WS (ns) |
|---|---|---|---|---|---|
| 2_1_floorplan | 1.01 | 1550 | 0.224 | 173 | 0.353 |
| 6_report | 1.36 | 1730 | 0.505 | 272 | 0.341 |
| 4_1_cts | 1.37 | 1730 | 0.503 | 272 | 0.340 |
| 3_5_place_dp | 1.14 | 1690 | 0.481 | 268 | 0.362 |
| 3_3_place_gp | 1.13 | 1690 | 0.477 | 268 | 0.409 |
| 5_1_grt | 1.49 | 1730 | 0.547 | 272 | 0.101 |
==> per-layer routing <==
layer  vias to the layer above  wire length (um)  GRT usage, %
li1                        633                 -             -
met1                       589              1530          7.91
met2                        19              1410          9.16
met3                         2                79         0.435
met4                         0                40          1.27
met5                         -                 0             0
Power and IR drop assume default switching activity.
